### flow/config.mk
export PLATFORM = sky130hd
export DESIGN_NAME = axi_interface
export DESIGN_NICKNAME = axi_interface
export VERILOG_FILES = /design/flow/design.v
export SDC_FILE = /design/flow/constraint.sdc
export NUM_CORES = 4
export LEC_CHECK = 1
export CORE_AREA = 10 10 232 232
export DIE_AREA = 0 0 242 242
### flow/constraint.sdc
current_design axi_interface

set clk_period 7.8
set clk_io_pct 0.2

create_clock -name clk0 -period $clk_period [get_ports {clk}]

set non_clock_inputs [all_inputs -no_clocks]
set_input_delay [expr $clk_period * $clk_io_pct] -clock clk0 $non_clock_inputs
set_output_delay [expr $clk_period * $clk_io_pct] -clock clk0 [all_outputs]
### flow/design.v
module axi_interface (
    input              clk,
    input              resetn,
    input              inst_req,
    input              inst_wr,
    input  wire [1:0]  inst_size,
    input  wire [31:0] inst_addr,
    input  wire [31:0] inst_wdata,
    output wire [31:0] inst_rdata,
    output             inst_addr_ok,
    output             inst_data_ok,
    input              data_req,
    input              data_wr,
    input  wire [1:0]  data_size,
    input  wire [3:0]  data_wen,
    input  wire [31:0] data_addr,
    input  wire [31:0] data_wdata,
    output wire [31:0] data_rdata,
    output             data_addr_ok,
    output             data_data_ok,
    output wire [3:0]  arid,
    output wire [31:0] araddr,
    output wire [7:0]  arlen,
    output wire [2:0]  arsize,
    output wire [1:0]  arburst,
    output wire [1:0]  arlock,
    output wire [3:0]  arcache,
    output wire [2:0]  arprot,
    output             arvalid,
    input              arready,
    input  wire [3:0]  rid,
    input  wire [31:0] rdata,
    input  wire [1:0]  rresp,
    input              rlast,
    input              rvalid,
    output             rready,
    output wire [3:0]  awid,
    output wire [31:0] awaddr,
    output wire [7:0]  awlen,
    output wire [2:0]  awsize,
    output wire [1:0]  awburst,
    output wire [1:0]  awlock,
    output wire [3:0]  awcache,
    output wire [2:0]  awprot,
    output             awvalid,
    input              awready,
    output wire [3:0]  wid,
    output wire [31:0] wdata,
    output wire [3:0]  wstrb,
    output             wlast,
    output             wvalid,
    input              wready,
    input  wire [3:0]  bid,
    input  wire [1:0]  bresp,
    input              bvalid,
    output             bready
);
    wire inst_r;
    wire inst_w;
    wire data_r;
    wire data_w;
    reg  read_req;
    reg  write_req;
    reg  read_dori;
    reg  write_dori;
    reg  [1:0]  read_size;
    reg  [1:0]  write_size;
    reg  [3:0]  write_wen;
    reg  [31:0] read_addr_temp;
    reg  [31:0] write_addr_temp;
    reg  [31:0] read_addr;
    reg  [31:0] write_addr;
    reg  [31:0] write_data;
    reg  read_addr_finish;
    reg  write_addr_finish;
    reg  write_data_finish;
    reg  read_addr_valid;
    reg  write_addr_valid;
    wire read_addr_go;
    wire write_addr_go;
    wire read_finish;
    wire write_finish;
    assign read_addr_go = read_addr_temp[31:2] != write_addr[31:2];
    assign write_addr_go = write_addr_temp[31:2] != read_addr[31:2];
    assign inst_r = inst_req && !inst_wr;
    assign inst_w = inst_req && inst_wr;
    assign data_r = data_req && !data_wr;
    assign data_w = data_req && data_wr;
    always @(posedge clk)
    begin
        read_req   <= (!resetn) ? 1'b0 :
                      ((inst_r || data_r)&&!read_req) ? 1'b1 :
                      (read_finish) ? 1'b0 : 
                      read_req;
        write_req  <= (!resetn) ? 1'b0 :
                      ((inst_w || data_w)&&!write_req) ? 1'b1 :
                      (write_finish) ? 1'b0 : 
                      write_req;
        read_dori  <= (!resetn) ? 1'bX :
                      (!read_req && data_r) ? 1'b1 :
                      (!read_req && inst_r) ? 1'b0 :
                      read_dori;
        write_dori <= (!resetn) ? 1'bX :
                      (!write_req && data_w) ? 1'b1 :
                      (!write_req && inst_w) ? 1'b0 :
                      write_dori;
        read_size  <= (!resetn) ? 2'b00 :
                      (data_r && data_addr_ok) ? data_size :
                      (inst_r && inst_addr_ok) ? inst_size :
                      read_size;
        write_size <= (!resetn) ? 2'b00 :
                      (data_w && data_addr_ok) ? data_size :
                      (inst_w && inst_addr_ok) ? inst_size :
                      write_size;
        write_wen  <= (!resetn) ? 4'b0000 :
                      (data_w && data_addr_ok) ? data_wen :
                      write_wen;
        read_addr_temp  <= (!resetn) ? 32'd0 :
                      (data_r && data_addr_ok) ? data_addr :
                      (inst_r && inst_addr_ok) ? inst_addr :
                      read_addr_temp;
        write_addr_temp <= (!resetn) ? 32'd0 :
                      (data_w && data_addr_ok) ? data_addr :
                      (inst_w && inst_addr_ok) ? inst_addr :
                      write_addr_temp;
        write_data <= (!resetn) ? 32'd0 :
                      (data_w && data_addr_ok) ? data_wdata :
                      (inst_w && inst_addr_ok) ? inst_wdata :
                      write_data;
        read_addr <= (!resetn || read_finish) ? 32'hffffffff : 
                     (read_req && read_addr_go && !arvalid) ? read_addr_temp :
                     read_addr;
        write_addr <= (!resetn || write_finish) ? 32'hffffffff : 
                      (write_req && write_addr_go && !awvalid) ? write_addr_temp :                     
                      write_addr;
        read_addr_valid <= (!resetn) ? 1'b0 :
                           (read_finish) ? 1'b0 :
                           (read_addr_go && !arvalid) ? 1'b1 :
                           read_addr_valid;
        write_addr_valid <= (!resetn) ? 1'b0 :
                            (write_finish) ? 1'b0 :
                            (!write_addr_go && !awvalid) ? 1'b1 :
                            write_addr_valid;
    end
    assign data_addr_ok = data_r && !read_req || data_w && !write_req;
    assign inst_addr_ok = !data_r && inst_r && !read_req || !data_w && inst_w && !write_req;
    always @(posedge clk)
    begin
        read_addr_finish  <= (!resetn) ? 1'b0 :
                             (read_req && arvalid && arready) ? 1'b1 :
                             (read_finish) ? 1'b0 :
                             read_addr_finish;
        write_addr_finish <= (!resetn) ? 1'b0 :
                             (write_req && awvalid && awready) ? 1'b1 :
                             (write_finish) ? 1'b0 :
                             write_addr_finish;
        write_data_finish <= (!resetn) ? 1'b0 :
                             (write_req && wvalid && wready) ? 1'b1 :
                             (write_finish) ? 1'b0 :
                             write_data_finish;
    end
    assign data_data_ok = read_req && read_dori && read_finish || write_req && write_dori && write_finish;
    assign inst_data_ok = read_req && !read_dori && read_finish || write_req && !write_dori && write_finish;
    assign read_finish = read_addr_finish && rvalid && rready;
    assign write_finish = write_addr_finish && bvalid && bready;
    assign data_rdata = rdata;
    assign inst_rdata = rdata;
    assign arid = 4'b0;
    assign araddr = read_addr;
    assign arlen = 8'b0;
    assign arsize = read_size;
    assign arburst = 2'b01;
    assign arlock = 2'b0;
    assign arcache = 4'b0;
    assign arprot = 3'b0;
    assign arvalid = read_req && !read_addr_finish && read_addr == read_addr_temp;
    assign rready = 1'b1;
    assign awid = 4'b0;
    assign awaddr = write_addr;
    assign awlen = 8'b0;
    assign awsize = write_size;
    assign awburst = 2'b01;
    assign awlock = 2'b0;
    assign awcache = 4'b0;
    assign awprot = 3'b0;
    assign awvalid = write_req && !write_addr_finish && write_addr == write_addr_temp;
    assign wid = 4'b0;
    assign wdata = write_data;
    assign wstrb = write_wen;
    assign wlast = 1'b1;
    assign wvalid = write_req && !write_data_finish;
    assign bready = 1'b1;
endmodule
### flow/run.sh
#!/bin/bash
# OpenROAD 26Q1-2900-gdf79404cd8, Yosys 0.63+post, stock flow scripts
make -C /OpenROAD-flow-scripts/flow DESIGN_CONFIG=/design/flow/config.mk WORK_HOME=/design/flow/orfs finish
==> results.sh <==
# source this file to load flow results
export IMPL_postSynthAreaPerCell_um2=8.71
export IMPL_max_freq_mhz=204
export IMPL_clock_skew_ns=0.0160
export IMPL_worst_r2r_path_depth=7
export IMPL_status="completed"
export IMPL_flop_cell="dfxtp_1"
export IMPL_ys_area_mm2=0.00979
export IMPL_timing_final_crit_share_pct=62.8
export IMPL_via_per_inst=4.26
export IMPL_cellLeakagePower_nw=5.64
export IMPL_drv_cap=0
export IMPL_yosys_cells=1124
export IMPL_startpoint="data_wr"
export IMPL_pre_cts_slack_ns=2.86
export IMPL_ys_seq_share_pct=36.0
export IMPL_ant_nets=0
export IMPL_ios=422
export IMPL_place_port_buffers=257
export IMPL_topCellsByArea="dfxtp_1 35%, o211a_1 10%, buf_4 9.3%, xor2_1 7.3%, nand2_1 7.3%"
export IMPL_endpoint_kind="output port"
export IMPL_yosys_warnings=1
export IMPL_crit_required_ns=6.24
export IMPL_postSynthCellCount=1124
export IMPL_drt_iter0_drc=423
export IMPL_cts_resized=0
export IMPL_synth_distinct_cells=39
export IMPL_chipArea_mm2=0.0586
export IMPL_wl_per_cell_um=19.8
export IMPL_fin_ws_ns=2.90
export IMPL_synthMostInstantiatedCell="nand2_1"
export IMPL_path_max_fanout=18
export IMPL_hpwl_um=29600
export IMPL_path_clk_slew_ns=0.08
export IMPL_power_density_mw_per_mm2=212
export IMPL_reg2reg_from="write_req"
export IMPL_finalSetupViolations=0
export IMPL_cp_start_kind="input port"
export IMPL_antenna_found_initial=7
export IMPL_async_flop_share_pct=0
export IMPL_grt_ovfl_total=0
export IMPL_synth_area_mm2=0.00979
export IMPL_setup_tns_ns=0
export IMPL_critical_path_arrival_ns=3.34
export IMPL_edf_count=2
export IMPL_num_rows=81
export IMPL_layout_drive_gt1_share_pct=4.37
export IMPL_postRouteWirelength_um=38500
export IMPL_clockBufferDepth=2
export IMPL_cts_sinks=175
export IMPL_fin_crit_ns=4.90
export IMPL_die_h_um=242
export IMPL_cts_tree="built"
export IMPL_min_to="write_wen[0]"
export IMPL_yosysTopAreaCell="dfxtp_1"
export IMPL_min_delay_start="write_wen[0]"
export IMPL_dr_pass1_iters=5
export IMPL_h_tree_depth=4
export IMPL_grt_setup_unrepaired="false"
export IMPL_worst_slew_pin_slew_ns=0.833
export IMPL_globalRouteTotalUtil_pct=12.8
export IMPL_cts_inserted_buffers=17
export IMPL_final_hold_violation_count=0
export IMPL_insertion_delay_ns=0.46
export IMPL_drv_slew=0
export IMPL_ys_flops=175
export IMPL_vias=8294
export IMPL_final_cell_area_mm2=0.0129
export IMPL_place_gp_congestion=0.878
export IMPL_grt_pass1_vias=8324
export IMPL_syn2layout_area_growth_pct=32.0
export IMPL_grt_pass1_wl_um=55600
export IMPL_coreArea_mm2=0.0488
export IMPL_common_cells="190 x nand2_1, 173 x dfxtp_1, 121 x buf_4, 100 x o211a_1, 82 x xor2_1"
export IMPL_maxSlewHeadroom_pct=44.5
export IMPL_cts_root_buf="clkbuf_16"
export IMPL_warnings=38
export IMPL_floorplan_core_util_pct=20.0
export IMPL_irDropWorstVdd_uv=172
export IMPL_route_detailed_drc=0
export IMPL_top_area_share_pct=35.4
export IMPL_post_cts_buffers=0
export IMPL_chipWidth_um=242
export IMPL_r2r_end="write_data[12]"
export IMPL_hold_buffers=0
export IMPL_min_path_cells=2
export IMPL_rrSetupSlack_ns=4.53
export IMPL_place_area_mm2=0.0123
export IMPL_hold_class="flip-flop to flip-flop"
export IMPL_fillCellCount=5268
export IMPL_grt_max_degree=71
export IMPL_crit_type="input port to output port"
## cell families after synthesis
group / count (synthesis) / synth area share (%)
flip-flops: 175 / 36.0
XOR/XNOR: 125 / 11.2
other: 2 / 0.0767
AND/OR/NAND/NOR: 407 / 19.1
multiplexers: 64 / 6.54
buffers and inverters: 202 / 12.7
AND-OR/OR-AND: 149 / 14.5
## area by class of cell
cell class,count,area [µm²],share of cell area [%]
clock inverters,12,143,1.10
clock buffers,20,478,3.70
flip-flops and latches,175,3520,27.3
diodes,2,5.00,0.0387
well taps,664,831,6.43
multi-input cells,800,5250,40.6
inverters,4,15.0,0.116
repair buffers,271,2680,20.7
## worst max-delay path by stage
stage / slack, ns / cells after the start / to
finish: 2.90 / 5 / data_addr_ok
global route: 2.82 / 5 / data_addr_ok
CTS: 2.86 / 5 / data_addr_ok
## report_power, final
part | switching [W] | internal [W] | total, W
clock | 0.000406 | 0.000516 | 0.000923
sequential | 0.000136 | 0.00100 | 0.00114
combinational | 0.000309 | 0.000366 | 0.000675
total | 0.000851 | 0.00189 | 0.00274
## flip-flops by register name (all words and copies together) (netlist names), 2 cells and up
name and flops:
read_addr_temp 32, write_addr_temp 32, write_data 32, read_addr 32, read_size 2, write_size 2
write_wen 4, write_addr 32
## layout by cell type (no fill, tap or decap), types with 6 or more instances in the layout
cell,instances
clkbuf_16,18
o31a_1,31
xor2_1,82
dfxtp_1,173
mux2i_1,64
o211a_1,100
nand4_1,14
clkdlybuf4s50_1,256
nand3_1,73
nor2b_1,6
nand2_1,188
buf_4,15
nor4_1,21
conb_1,55
xnor2_1,43
or4_1,31
nor2_1,60
## metrics by stage
stage | total power (W) | utilization, % | instances | hold WS [ns]
after floorplan | 0.00149 | - | 1177 | 0.429
after global placement | 0.00184 | 25.2 | 1914 | 0.449
after detailed placement | 0.00184 | 25.2 | 1914 | 0.459
after CTS | 0.00277 | 26.4 | 1946 | 0.472
after global routing | 0.00287 | 26.4 | 1948 | 0.479
final | 0.00274 | 26.4 | 1948 | 0.469
## critical path: stages
cell and delay (ns):
clkdlybuf4s50_1 0.52, nand2_1 0.07, or2_2 0.48, nand2b_1 0.14, clkdlybuf4s50_1 0.55
## routing by layer
layer,part of all wire [%],vias up,GRT usage (%)
li1,-,4019,-
met1,43,3901,16.3
met2,46,324,20.7
met3,8.9,40,4.78
met4,1.7,10,2.00
met5,0.13,-,0
Power figures rest on the tool's default switching activity, not on a simulated workload.
